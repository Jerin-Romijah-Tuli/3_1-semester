===== design.v =====
module register16_syn_metd
(
	input wire clk,
	input wire reset,
	input wire [15:0] d,
	output wire [15:0] q
);
reg [15:0] q_reg ;
wire [15:0] q_next ;
always @(posedge clk, posedge reset)
begin
	if (reset)
    	q_reg <= 16'b00000000_00000000;
	else
    	q_reg <= q_next;   
end
assign q_next = d;
assign q = q_reg;
endmodule

===== run.sh =====
#!/bin/bash
# OpenROAD 26Q1-2900-gdf79404cd8, Yosys 0.63+post, stock flow scripts
make -C /OpenROAD-flow-scripts/flow DESIGN_CONFIG=/design/flow/config.mk WORK_HOME=/design/flow/orfs finish

===== config.mk =====
export PLATFORM = sky130hd
export DESIGN_NAME = register16_syn_metd
export DESIGN_NICKNAME = register16_syn_metd
export VERILOG_FILES = /design/flow/design.v
export SDC_FILE = /design/flow/constraint.sdc
export NUM_CORES = 4
export LEC_CHECK = 1
export CORE_AREA = 10 10 70 70
export DIE_AREA = 0 0 80 80

===== constraint.sdc =====
current_design register16_syn_metd

set clk_period 1.0
set clk_io_pct 0.2

create_clock -name clk0 -period $clk_period [get_ports {clk}]

set non_clock_inputs [all_inputs -no_clocks]
set_input_delay [expr $clk_period * $clk_io_pct] -clock clk0 $non_clock_inputs
set_output_delay [expr $clk_period * $clk_io_pct] -clock clk0 [all_outputs]

==> impl_metrics.yaml <==
# implementation run metrics
route:
  via_per_inst: 2.63
  drtIter0Drc: 9
  wl_per_cell_microns: 12.1
  diodes: 0
  dr.pass1.iters: 2
  wl_microns: 1220
  ant_nets: 0
  drcViolationCount: 0
  num_vias: 266
pwr:
  ir_drop_mv: 0.822
  pwr-share-seq_pct: 57.3
  powerDensity_mw_per_mm2: 1560
  intPower_mw: 0.986
  p_total_mw: 1.19
  cellLeakagePower_nw: 0.352
  combPwrFrac_pct: 9.6
  clkPwrFrac_pct: 33.0
  swShare_pct: 17.5
  p_sw_mw: 0.209
final_timing:
  setup_viol: 0
  fmax_ghz: 1.04
  fin_setup_tns_ps: 0
  slew_viol_final: 0
  slew_headroom_pct: 94.2
  setup_slack_ps: 40.4
  final-hold-violation-count: 0
  rsz0062_at_grt: "true"
  period_used_pct: 96.0
  worst_pin_slew_ps: 87.2
  min_period_ps: 960
clock_network:
  ctsResizeCount: 50
  ctsLongestPathBuffers: 2
  cts-root-buf: "clkbuf_4"
  path_clk_slew_ps: 80
  h-tree-depth: 1
  cts_tree: "built"
  clock_sinks: 16
  cts_setup_buffers: 0
  cts_buffers: 3
  ctsHoldBuffers: 0
floorplanning:
  die_h_microns: 80
  pin_count: 34
  fp-utilization_pct: 11.8
  core_sq_mm: 0.00342
  dieArea_sq_mm: 0.00640
  rows: 21
  die.size.x_microns: 80
synth:
  syn_inst: 17
  topCellsByArea: "dfrtp_1 99%, inv_1 0.93%"
  flop_cell: "dfrtp_1"
  yosys-stat-cells: 17
  syn_avg_cell_area_sq_um: 23.8
  syn_area_sq_um: 404
  yosysMostFrequentCell: "dfrtp_1"
  synth_cell_types: 2
  synth_chip_area_sq_um: 404
  ys.flops: 16
  synth-edff-count: 0
  ys_warn_count: 1
  ys_seq_share_pct: 99.1
  common_cells: "16 x dfrtp_1, 1 x inv_1"
  largest_area_cell: "dfrtp_1"
  top_area_share_pct: 99.1
  async_reset_ff_share_pct: 100
place:
  gp_congestion: 0.610
  place_inst: 97
  io_buffers: 33
  pre_cts_slack_ps: 3.88
critical_path:
  startpoint_type: "flop"
  crit_family: "flip-flops"
  crit_slowest_cell: "dfrtp_1"
  worstPathRequired_ps: 800
  critical_path_class: "flop to output port"
  cp-end-kind: "output port"
  cp_cell_sequence: "buf_2"
  critical-path-max-stage-delay_ps: 380
  critPathMaxFanout: 1
  cp.buffers_inverters: 1
  arrival_ps: 760
final_layout:
  area_growth_syn_to_layout_pct: 90.1
  multiInputCombCellCount: 0
  final_core_util_pct: 22.5
  combGateArea_sq_um: 0
  drive_above_1_share_pct: 38.2
  nFillCells: 382
  instances_no_fill: 101
  largest_register_ffs: 16
run:
  tool_warnings: 26
  drv_cap: 0
global_route:
  grt_max_degree: 17
  grt-ovfl-total: 0
  grt_antenna_before_repair: 0
  grt_pass1_wl_microns: 1650
  grt_pass1_vias: 304
  grt_use_total_pct: 3.71
status:
  status: "completed"
min_path:
  hold_path.class: "primary input to asynchronous set/reset pin"
-- placed cells by master (no fill, tap or decap), drive strengths merged --
| cell | count |
|---|---|
| clkdlybuf4s50 | 17 |
| inv | 1 |
| buf | 17 |
| dfrtp | 16 |
| clkbuf | 4 |
-- power by group through the flow --
stage                 Combinational, mW  Sequential, mW  Clock, mW
after CTS                         0.120           0.686      0.417
after global routing              0.127           0.689      0.435
final                             0.115           0.685      0.395
-- metal layers --
metal | GRT usage, % | wire, microns | part of all wire [%]
met5 | 0 | 0 | 0
met2 | 6.58 | 645 | 53
met3 | 4.55 | 285 | 23
met4 | 0 | 0 | 0
met1 | 2.50 | 292 | 24
-- kinds of logic (layout without fill, tap and decap cells) --
kind of cell	Yosys count	in the layout	synth area share, %
buffers and inverters	1	39	0.928
DFF	16	16	99.1
-- how the worst max path moves through the flow --
stage,start,to,slack (ps),cells past startpoint
4_1_cts,q_reg[0],q[0],20,1
5_1_grt,q_reg[4],q[4],-8,1
6_report,q_reg[0],q[0],40,1
-- metrics by stage --
stage | cell area, sq um | hold slack, ps
floorplan | 404 | 114
global placement | 812 | 519
detailed placement | 812 | 519
CTS | 768 | 208
global route | 768 | 212
finish | 768 | 217
-- area by class of cell --
| type | count | area, sq um | share of cell area [%] |
|---|---|---|---|
| tap | 46 | 57.6 | 7.49 |
| timing repair buffer | 34 | 270 | 35.2 |
| sequential | 16 | 400 | 52.1 |
| clock buffer | 4 | 36.3 | 4.72 |
| inverter | 1 | 3.75 | 0.489 |
Power is estimated from default activity; no workload was simulated.
