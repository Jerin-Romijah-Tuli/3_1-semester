$ cat flow/config.mk
export PLATFORM = sky130hd
export DESIGN_NAME = counter_7
export DESIGN_NICKNAME = counter_7
export VERILOG_FILES = /design/flow/design.v
export SDC_FILE = /design/flow/constraint.sdc
export NUM_CORES = 4
export LEC_CHECK = 1
export CORE_AREA = 10 10 70 70
export DIE_AREA = 0 0 80 80
$ cat flow/constraint.sdc
current_design counter_7

set clk_period 1.6
set clk_io_pct 0.2

create_clock -name clk0 -period $clk_period [get_ports {clk}]

set non_clock_inputs [all_inputs -no_clocks]
set_input_delay [expr $clk_period * $clk_io_pct] -clock clk0 $non_clock_inputs
set_output_delay [expr $clk_period * $clk_io_pct] -clock clk0 [all_outputs]
$ cat flow/design.v
module addOne
(
    input wire[6:0] I,
    output wire [6:0] O
);
assign O=I+1;
endmodule
module counter_7
(
    input wire clk,
    input wire reset,
    output wire [6:0] q
);
wire [6:0] d_temp, q_temp;
register register_circuit1(clk,reset,d_temp,q_temp);
addOne adder_circuit1(q_temp,d_temp);
assign q=q_temp;
endmodule
module register
(
    input wire clk,
    input wire reset,
    input wire [6:0] d,
    output reg [6:0] q
);
always @ (posedge clk, posedge reset)
begin
    if(reset)
      q<=7'b0000_000;
      else
      q<=d;
end
endmodule
$ cat flow/run.sh
#!/bin/bash
# OpenROAD 26Q1-2900-gdf79404cd8, Yosys 0.63+post, stock flow scripts
make -C /OpenROAD-flow-scripts/flow DESIGN_CONFIG=/design/flow/config.mk WORK_HOME=/design/flow/orfs finish
==> results_dict.tcl <==
# implementation run metrics
set metrics [dict create \
    outcome "finished clean" \
    io_buffers 8 \
    gr-usage-all-layers_pct 2.21 \
    power_density_nw_per_um2 798 \
    synth-cells-yosys 20 \
    syn_area_per_cell_um2 13.3 \
    tns_ns 0 \
    diodes 0 \
    drt-initial-drc-count 2 \
    final_max_slew_viol_count 0 \
    maxCapViolCount 0 \
    r2r-end "register_circuit1.q[4]" \
    worst_slew_pin_slew_ns 0.262 \
    drive_gt1_share_pct 9.38 \
    max_freq_ghz 0.664 \
    floorplan.core_util_pct 7.77 \
    critical_path_required_ns 1.28 \
    path_buffers 1 \
    vdd_ir_drop_max_mv 0.386 \
    ys_area_um2 265 \
    synth_top_cell_by_area "dfrtp_1" \
    path_delay_family "buffers and inverters" \
    final_core_util_pct 12.6 \
    ys.flops 7 \
    wirelength_um 611 \
    finalHoldViolCount 0 \
    hp-class "input pin to asynchronous set/reset pin" \
    rows 21 \
    synth_top_area_share_pct 66.0 \
    cp_slowest_cell "clkdlybuf4s50_1" \
    die_h_um 80 \
    io_pins 9 \
    grt_overflow_total 0 \
    grt_max_degree 8 \
    cts_tree "built" \
    fin_crit_sh_pct 94.1 \
    layout_top_cell "clkdlybuf4s50_1" \
    startpoint_type "flop" \
    setup_viol_count_final 0 \
    numCtsBuffers 3 \
    fp.dieW_um 80 \
    final_cell_mix "8 x clkdlybuf4s50_1, 7 x dfrtp_1, 4 x nand3_1, 4 x xnor2_1, 3 x clkbuf_4" \
    first_global_vias 202 \
    chip_area_um2 6400 \
    rsz0062_at_grt "false" \
    drc 0 \
    tool_warnings 25 \
    hold_slack_ns 0.312 \
    critical_path_class "flop to output pin" \
    yosys_warnings 1 \
    syn_inst 20 \
    post_cts_resized 0 \
    largest_register_ffs 7 \
    top_register "register_circuit1.q" \
    avgRoutedWirePerCell_um 7.83 \
    skew_ns 0.00550 \
    leakagePower_nw 0.177 \
    cp_slowest_stage_delay_ns 0.51 \
    syn_area_um2 265 \
    critPathMaxFanout 5 \
    yosys-top-cells-area "dfrtp_1 66%, xnor2_1 13%, nand3_1 7.5%" \
    routabilityCongestion 0.674 \
    core_um2 3420 \
    end_kind "output pin" \
    clock_sinks 7 \
    cts_hold_buffers 0 \
    clockBufferDepth 2 \
    ys_types 7 \
    clkTransAtPathRegs_ns 0.05 \
    cp_cell_sequence "clkdlybuf4s50_1" \
    arrival_ns 1.19 \
    dr.pass1.iters 4 \
    cts-root-buf "clkbuf_4" \
    viasPerCell 2.31 \
    ant_nets 0 \
    vias 180 \
    area_growth_pct 61.8 \
    ys_seq_share_pct 66.0 \
    slew_headroom_pct 82.5 \
    r2r_slack_ns 0.63 \
    r2r-start "register_circuit1.q[0]" \
    clk_latency_ns 0.25 \
    post-cts-setup-buffers 0 \
    grt_pass1_wl_um 1050 \
    h-tree-depth 1 \
    reg.largest.list "register_circuit1.q x7" \
    period_needed_ns 1.51 \
    antenna_found_initial 0 \
    r2r_cells 3 \
]
-- area by class of cell --
type	count	area, µm²
fillers	405	2990
flip-flops and latches	7	175
multi-input cells	11	82.6
repair buffers	8	80.1
well taps	46	57.6
clock buffers	4	26.3
inverters	2	7.51
-- stage by stage --
step | instances | worst slack (ns) | power [mW] | instance area, µm²
CTS | 78 | 0.0774 | 0.350 | 429
detailed placement | 74 | 0.361 | 0.187 | 403
global route | 78 | 0.0253 | 0.364 | 429
floorplan | 20 | 0.705 | 0.183 | 265
global placement | 74 | 0.363 | 0.187 | 403
finish | 78 | 0.0949 | 0.343 | 429
-- metal layers --
layer	GRT usage (%)	share of wire, %
met5	0	0
met4	0.176	0
met3	2.05	13
met2	2.49	36
met1	3.04	50
-- report_power, final --
| group | total [mW] | internal, mW | switching [mW] |
|---|---|---|---|
| Clock | 0.159 | 0.0951 | 0.0643 |
| Combinational | 0.00594 | 0.00230 | 0.00364 |
| Sequential | 0.177 | 0.177 | 0 |
-- synth_stat cells (all sizes together) --
cell	count
xor2	1
inv	2
dfrtp	7
nand3	4
ha	1
and3	1
xnor2	4
-- logic make-up (layout without fill, tap and decap cells) --
kind of cell | Yosys count | after routing | share of synthesized area (%)
DFF | 7 | 7 | 66.0
xor gates and xnor gates | 5 | 5 | 16.5
and+or+nand+nor | 5 | 5 | 9.91
buffers and inverters | 2 | 14 | 2.83
adders and majority gates | 1 | 1 | 4.72
-- how the worst max path moves through the flow --
stage,from,endpoint,slack [ns],depth (start not counted)
CTS,register_circuit1.q[2],q[2],0.08,1
global route,register_circuit1.q[2],q[2],0.03,1
finish,register_circuit1.q[2],q[2],0.09,1
Power is estimated from default activity; no workload was simulated.
