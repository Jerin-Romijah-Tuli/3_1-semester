File: constraint.sdc
current_design counter_7d

set clk_period 2.1
set clk_io_pct 0.2

create_clock -name clk0 -period $clk_period [get_ports {clk}]

set non_clock_inputs [all_inputs -no_clocks]
set_input_delay [expr $clk_period * $clk_io_pct] -clock clk0 $non_clock_inputs
set_output_delay [expr $clk_period * $clk_io_pct] -clock clk0 [all_outputs]
File: config.mk
export PLATFORM = sky130hd
export DESIGN_NAME = counter_7d
export DESIGN_NICKNAME = counter_7d
export VERILOG_FILES = /design/flow/design.v
export SDC_FILE = /design/flow/constraint.sdc
export NUM_CORES = 4
export LEC_CHECK = 1
export CORE_AREA = 10 10 70 70
export DIE_AREA = 0 0 80 80
File: run.sh
#!/bin/bash
# OpenROAD 26Q1-2900-gdf79404cd8, Yosys 0.63+post, stock flow scripts
make -C /OpenROAD-flow-scripts/flow DESIGN_CONFIG=/design/flow/config.mk WORK_HOME=/design/flow/orfs finish
File: design.v
module counter_7d
(
    input wire clk,
    input wire reset,
    output wire [6:0] q
);
wire [6:0] d_temp, q_temp;
register_d register_d_circuit1(clk,reset,d_temp,q_temp);
subtractOne subtractor_circuit1(q_temp, d_temp); 
assign q=q_temp;
endmodule
module register_d
(
    input wire clk,
    input wire reset,
    input wire [6:0] d,
    output reg [6:0] q
);
always @(posedge clk or posedge reset) begin
    if (reset) 
        q <= 7'b1111111;   
    else 
        q <= d;   
end
endmodule
module subtractOne
(
    input wire [6:0] I,
    output wire [6:0] O
);
assign O = I - 1;
endmodule
==> run summary <==
CTS tree = built
Htree depth = 1
Post-Route WL = 617 um
Die width = 80 um
Chip Area = 0.00640 mm2
Crit path required time = 1.68 ns
Clk buf depth = 2
Clock Sinks = 7
I/O pin count = 9
Largest registers = register_d_circuit1.q (7)
Buf+Inv Stages, Crit Path = 1
Die Ht = 80 um
Max reg flops = 7
Setup-failing EPs final = 0
Core Footprint = 0.00342 mm2
Largest fanout on the critical path = 4
Largest Register = register_d_circuit1.q
Routed length per instance = 7.62 um
Final ANT Viol Nets = 0
Largest net degree at the start of global routing = 8
Core Util at FP = 8.57%
Slew Viols, Final = 0
Layout area overhead = 56.0%
Total CTS buffers = 3
First-pass GRT wire length = 966 um
Post-route insts no fill = 81
Area leader share = 62.8%
Detail Placement HPWL = 489 um
Share of cells above drive strength 1 = 34.3%
Final worst slack = 0.370 ns
Global Route Usage Sum = 2.05%
Clock transition at path regs = 0.05 ns
Initial antenna violation count = 0
Lkg Pwr = 0.169 nW
Number of enable flip-flop cells = 0
Routability Congestion = 0.652
Syn avg cell area = 12.7 um2
Pre-Repair DR Iteration Count = 4
Period minus WS final = 1.73 ns
Total congestion overflow = 0
Top FF cell, synth = dfstp_2
Post-synth regs = 7
Placed Cells = 77
Setup crit end kind = output port
Postcts setup bufs = 0
Tool Warnings = 25
Root Driver = clkbuf_4
Async SR Flop Fraction = 100%
Max IR drop VDD = 0.206 mV
Post-layout period usage = 82.4%
Synth unique cells = 10
Met2 WL = 145 um
Via/cell ratio = 2.43
Setup TNS = 0 ns
Ant. Diodes = 0
Hold-fix buffers, CTS = 0
Critical Path Slowest Stage Cell = dfstp_2
Worst slack at placement = 0.637 ns
Max Used Layer = met3
CP Launch Type = register
Kind of critical path = register to output port
Arrival time worst endpoint = 1.31 ns
Commonest cells in the netlist = dfstp_2 (7), inv_1 (4), xnor2_1 (3)
Met3 WL = 197 um
Max Clock Freq = 0.578 GHz
Delay-heaviest family, CP = flip-flops
Total power = 0.261 mW
Slowest Stage Delay on Critical Path = 0.56 ns
DRT iter0 DRCs = 5
Cells in synth_stat.txt = 23
Status = finished, final reports clean
Tightest Pin Transition = 0.271 ns
Num rows = 21
Maximum Capacitance Violations = 0
Rel. slew slack = 81.9%
Setup Skew = 0.000821 ns
Sequential-to-total area share from yosys stat = 62.8%
Fillcell total = 390
Synth area leader = dfstp_2
HP Class = register to register
Port-buffer cells = 8
Synth warnings = 1
PD cells = 572 mW/mm2
Cell chain of the critical path = clkdlybuf4s50_1
Post-Syn Instances = 23
Cell area leaders = dfstp_2 (63%), xnor2_1 (9.0%), xor2_1 (6.0%), inv_1 (5.1%), ha_1 (4.3%)
DRC = 0
Vias in the first global route = 197
YS chip area = 293 um2
Via count = 197
Unrepaired setup endpoints after global routing = no
Yosys top cell by instances = dfstp_2
Insertion Delay late pin = 0.25 ns
Final Hold Fails = 0
Post_cts resized = 0
Mapped cell area = 293 um2
Routed length on met1 = 273 um
Hold_ws = 0.480 ns
## where the power goes
group / leakage, nW / internal [mW] / switching [mW]
registers: 0.0755 / 0.136 / 0
logic: 0.0788 / 0.00173 / 0.00270
clock network: 0.0150 / 0.0724 / 0.0484
total: 0.169 / 0.210 / 0.0511
## stage by stage
stage	util (%)	instance area [um2]
floorplan	-	293
global placement	12.6	430
detailed placement	12.6	430
CTS	13.4	457
global route	13.4	457
finish	13.4	457
## layout by cell type (no fill, tap or decap), drive strengths merged
master         instances
xor2                   2
or3                    1
dfstp                  7
nand2                  1
xnor2                  3
inv                    4
nand3                  1
clkdlybuf4s50          8
nor2                   2
ha                     1
clkbuf                 4
nor3                   1
## layout make-up
class	instances	area, um2	share of cell area, %
Clock buffer	4	26.3	5.75
Multi-Input combinational cell	12	93.8	20.5
Timing Repair Buffer	8	80.1	17.5
Sequential cell	7	184	40.3
Tap cell	46	57.6	12.6
Inverter	4	15.0	3.29
## cells by family after synthesis
family,after synthesis,synth area share [%]
adders and majority gates,1,4.27
xor gates and xnor gates,5,15.0
DFF,7,62.8
buffers and inverters,4,5.13
and+or+nand+nor,6,12.8
## layer usage
metal | GRT usage (%) | vias to the layer above
met5 | 0 | -
met4 | 0.176 | 0
met2 | 1.52 | 12
li1 | - | 94
met3 | 3.52 | 0
met1 | 2.50 | 91
## worst paths after layout
check,endpoint,slack (ns),cells past startpoint,start
setup / recovery,q[2],0.37,1,register_d_circuit1.q[2]$_DFF_PP1_
setup reg to reg,register_d_circuit1.q[5]$_DFF_PP1_,0.96,3,register_d_circuit1.q[1]$_DFF_PP1_
min in group asynchronous,register_d_circuit1.q[1]$_DFF_PP1_,0.64,2,reset
hold / removal,register_d_circuit1.q[0]$_DFF_PP1_,0.48,1,register_d_circuit1.q[0]$_DFF_PP1_
hold reg to reg,register_d_circuit1.q[0]$_DFF_PP1_,0.48,1,register_d_circuit1.q[0]$_DFF_PP1_
max in group asynchronous,register_d_circuit1.q[5]$_DFF_PP1_,1.43,2,reset
Power is estimated from default activity; no workload was simulated.
